==> ./config.mk <==
export PLATFORM = sky130hd
export DESIGN_NAME = c_mem
export DESIGN_NICKNAME = c_mem
export VERILOG_FILES = /design/flow/design.v
export SDC_FILE = /design/flow/constraint.sdc
export NUM_CORES = 4
export LEC_CHECK = 1
export CORE_UTILIZATION = 50
export SYNTH_MEMORY_MAX_BITS = 65536
==> ./constraint.sdc <==
current_design c_mem

set clk_period 30.2
set clk_io_pct 0.2

create_clock -name clk0 -period $clk_period [get_ports {clk}]

set non_clock_inputs [all_inputs -no_clocks]
set_input_delay [expr $clk_period * $clk_io_pct] -clock clk0 $non_clock_inputs
set_output_delay [expr $clk_period * $clk_io_pct] -clock clk0 [all_outputs]
==> ./design.v <==
module c_mem#
(
    parameter  INIT_MEM = 0
)(
    input wire clk,
    input wire [7:0] address,
    input wire [31:0] w_data,
    input wire [3:0] masking,
    input wire we_re,
    input wire request,
    output reg [31:0] r_data
);
    reg [31:0] mem [0:255];
    initial begin
         if (INIT_MEM)
        $readmemh("tb/instr.mem",mem);
   end
    always @ (posedge clk) begin 
        if(request && we_re)begin
            if(masking[0]) begin
                mem[address][7:0] <= w_data[7:0];
            end
            if(masking[1]) begin
                mem[address][15:8] <= w_data[15:8];
            end
            if(masking[2]) begin
                mem[address][23:16] <= w_data[23:16];
            end
            if(masking[3]) begin
                mem[address][31:24] <= w_data[31:24];
            end
        end
        else if(request && !we_re)begin
            r_data<= mem[address];
        end
    end
endmodule
==> ./run.sh <==
#!/bin/bash
# OpenROAD 26Q1-2900-gdf79404cd8, Yosys 0.63+post, stock flow scripts
make -C /OpenROAD-flow-scripts/flow DESIGN_CONFIG=/design/flow/config.mk WORK_HOME=/design/flow/orfs finish
==> flow_summary.json <==
{
  "track_usage": 0.292,
  "crit_fanout": 71,
  "reg2reg_slack_ns": 27.12,
  "synthCells": 14100,
  "area_growth_pct": 12.4,
  "design.portCount": 79,
  "dp.cells": 22100,
  "cts_tree": "done",
  "tightestPinTransition_ns": 1.35,
  "core-area_um2": 624000,
  "ys_types": 21,
  "arrival_ns": 13.65,
  "dp_hpwl_mm": 477,
  "crit_chain": "buf_16 -> buf_4 -> buf_4 -> buf_4 -> buf_4 -> buf_4 -> buf_4 -> buf_4 -> buf_4 -> mux4_2 -> a22oi_1 -> a21oi_1 -> o41ai_1 -> nand4_1",
  "worst_setup_path_end_kind": "flop",
  "period_used_share": 0.424,
  "io_buffer_count": 78,
  "ctsHtreeMaxLevel": 6,
  "detail-route-antenna-nets": 0,
  "max_cap_violations": 0,
  "path_clk_slew_ns": 0.06,
  "placed_area_um2": 325000,
  "cts_root_buffer": "clkbuf_16",
  "postCtsHoldBufs": 0,
  "yosysTopAreaCell": "edfxtp_1",
  "antenna_found_initial": 56,
  "drc": 0,
  "die_y_um": 793,
  "warnings": 32,
  "wl_per_cell_um": 33.8,
  "gr-total-overflow": 0,
  "top_cells_by_area": "edfxtp_1, mux4_2, a22oi_1",
  "critical-path-slowest-cell": "o41ai_1",
  "rr_worst_depth": 6,
  "hp-class": "reg2reg",
  "fin_skew_ns": 0.0573,
  "startpoint": "address[1]",
  "netlist_top_cells_count": "edfxtp_1, mux4_2, nor2_1",
  "yosysMostFrequentCell": "edfxtp_1",
  "cp.depth": 14,
  "start_kind": "input pin",
  "power_uw": 23700,
  "cts_num_sinks": 8224,
  "slowest_delay_ns": 1.05,
  "setup_viol": 0,
  "hold_slack_ns": 1.03,
  "cts_buffer_depth": 4,
  "netlist_area_um2": 313000,
  "die_w_um": 793,
  "ir_worst_vdd_uv": 77.1,
  "avgSynthCellArea_um2": 22.2,
  "postCtsSetupBuffers": 0,
  "clock_latency_ns": 1.17,
  "crit_family": "buffers and inverters",
  "vias_per_cell": 6.24,
  "ctsResizeCount": 0,
  "fp_util": 0.502,
  "ff_type": "edfxtp_1",
  "ys_seq_share": 0.789,
  "fin_cells": 23600,
  "endpoint": "r_data[7]$_DFFE_PP_",
  "async_flop_share": 0,
  "grt_start_max_net_pins": 133,
  "final_cell_area_um2": 352000,
  "path_buffers": 9,
  "cpMostUsedCell": "buf_4",
  "ys_cells": 14100,
  "max_freq_mhz": 78.2,
  "setup-tns-final_ns": 0,
  "yosysWarnings": 1,
  "routed-via-count": 148000,
  "numCtsBuffers": 808,
  "drv_slew": 0,
  "ys_ff": 8224,
  "drtIter0Drc": 9773,
  "first_global_vias": 167000,
  "placementRows": 290,
  "place_congestion": 0.869,
  "routed_wl_mm": 798,
  "drive_gt1_frac": 0.252,
  "chip_area_um2": 629000,
  "grt_first_pass_wirelength_mm": 1150,
  "power_leakage_uw": 0.107,
  "rsz0062_at_grt": "false",
  "status": "complete, no violations",
  "r2r_start": "mem[79][4]$_DFFE_PP_",
  "edf_count": 8224,
  "dr.pass1.iters": 5,
  "cellPowerDensity_nw_per_um2": 67.2,
  "worst_r2r_endpoint": "r_data[4]$_DFFE_PP_",
  "period_needed_ns": 12.79,
  "yosysChipArea_um2": 313000,
  "crit_required_ns": 31.06,
  "max_slew_margin": 0.0940,
  "worstSetupPathType": "in2reg",
  "top_cell_area_share": 0.789,
  "final_hold_viol_count": 0
}
==> layer usage <==
metal,vias to the layer above,global-route usage,wire (um)
li1,61000,-,-
met1,75100,0.352,236000
met2,9844,0.406,374000
met3,1450,0.250,153000
met4,80,0.0938,32800
met5,-,0.0231,2220
==> logic make-up (layout without fill, tap and decap cells) <==
family                 Yosys count  in the layout  share of synthesized area
and+or+nand+nor               1217           1217                     0.0151
DFF                           8224           8224                      0.789
AOI/OAI and AO/OA             1664           1664                     0.0363
buffers and inverters          930           2101                     0.0124
muxes                         2048           2048                      0.147
other                            0             54                          0
==> worst min-delay path, cell delays in order (launching register included) <==
cell      delay, ns
edfxtp_1       0.31
mux4_2         0.23
a22oi_1        0.06
a21oi_1        0.13
o41ai_1        0.10
nand4_1        0.09
==> state kept, by name, summed over array words and instances (netlist names) <==
name	flops
r_data	32
mem	8192
==> layout make-up <==
cell class,instances,area [um^2]
timing repair buffer,593,4980
clock inverter,539,5740
multi-input combinational,4929,62700
tap,8322,10400
fill,43800,272000
clock buffer,969,21100
sequential,8224,247000
antenna,54,135
==> metrics by stage <==
step	setup WS, ns	utilization
finish	17.41	0.564
global route	17.10	0.564
CTS	17.40	0.564
detailed placement	16.08	0.521
global placement	16.28	0.521
floorplan	21.82	-
==> power breakdown <==
group / internal [uW] / total, uW / switching [uW]
combinational: 341 / 999 / 658
sequential: 12600 / 12600 / 8.22
clock: 5840 / 10100 / 4230
==> layout by cell type, fill, tap and decap left out, drive strengths merged, types with 54 or more instances in the layout <==
cell and n:
edfxtp 8224, nor2 1041, clkinv 382, a21oi 512
nand2 108, clkbuf 970, buf 548, mux4 2048
a22oi 1024, o41ai 128, diode 54, bufinv 101
==> worst min-delay path by stage <==
stage	from	to	slack, ns	cells past startpoint
4_1_cts	mem[242][31]$_DFFE_PP_	r_data[31]$_DFFE_PP_	1.04	5
5_1_grt	mem[240][31]$_DFFE_PP_	r_data[31]$_DFFE_PP_	1.07	5
6_report	mem[242][31]$_DFFE_PP_	r_data[31]$_DFFE_PP_	1.03	5
Power and IR drop assume default switching activity.
