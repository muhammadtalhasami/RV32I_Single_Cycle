==> flow/design.v <==
module datamemory (
    input wire clk,
    input wire mem_en,
    input wire [7:0]address,
    input wire [31:0]storein,
    input wire [3:0]mask,
    output reg [31:0]loadout
);
    reg [31:0] mem [0:255];
    always @(posedge clk) begin
        if (mem_en) begin
            if(mask[0]) begin
                mem[address][7:0] <= storein[7:0];
            end
            if(mask[1]) begin
                mem[address][15:8] <= storein[15:8];
            end
            if(mask[2]) begin
                mem[address][23:16] <= storein[23:16];
            end
            if(mask[3]) begin
                mem[address][31:24] <= storein[31:24];
            end
        end
    end
    always @(*) begin
        loadout = mem[address];
    end
endmodule
==> flow/run.sh <==
#!/bin/bash
# OpenROAD 26Q1-2900-gdf79404cd8, Yosys 0.63+post, stock flow scripts
make -C /OpenROAD-flow-scripts/flow DESIGN_CONFIG=/design/flow/config.mk WORK_HOME=/design/flow/orfs finish
==> flow/config.mk <==
export PLATFORM = sky130hd
export DESIGN_NAME = datamemory
export DESIGN_NICKNAME = datamemory
export VERILOG_FILES = /design/flow/design.v
export SDC_FILE = /design/flow/constraint.sdc
export NUM_CORES = 4
export LEC_CHECK = 1
export CORE_UTILIZATION = 40
export SYNTH_MEMORY_MAX_BITS = 65536
==> flow/constraint.sdc <==
current_design datamemory

set clk_period 46.6
set clk_io_pct 0.2

create_clock -name clk0 -period $clk_period [get_ports {clk}]

set non_clock_inputs [all_inputs -no_clocks]
set_input_delay [expr $clk_period * $clk_io_pct] -clock clk0 $non_clock_inputs
set_output_delay [expr $clk_period * $clk_io_pct] -clock clk0 [all_outputs]
==> Implementation_results.wiki <==
== Flow metrics ==
{| class="wikitable"
! Metric !! Value
|-
| Tightest Pin Transition || 1.275 ns
|-
| Count of endpoints failing setup in the final report || 0
|-
| Status || finished clean
|-
| Yosys warnings || 1
|-
| Synthesized area per cell || 22.23 sq um
|-
| Remaining number of nets flagged by the antenna check after routing || 0
|-
| Number of global-route vias before repair || 162200
|-
| Post-route DRC || 0
|-
| Number of sinks driven by the clock tree || 8192
|-
| Largest net degree at the start of global routing || 146
|-
| Pwr dens || 42.54 nW/um^2
|-
| Post-route design area || 352700 sq um
|-
| Full die area || 784300 sq um
|-
| Via count || 146200
|-
| Number of cells produced by synthesis || 14050
|-
| CTS Hold Bufs || 0
|-
| Worst hold slack || 8.562 ns
|-
| Wire length per cell after detailed routing || 31.06 microns
|-
| Required time of the critical path || 37.28 ns
|-
| GRT Overall Usage || 22.38%
|-
| Die Width || 885.6 microns
|-
| Most flop-heavy register || mem
|-
| Initial antenna violation count || 29
|-
| Register area share after synthesis || 78.77%
|-
| Number of flip-flops and latches in the synthesized netlist || 8192
|-
| Core area || 778300 sq um
|-
| CP Capture Point || loadout[15]
|-
| Clock tree from TritonCTS || done
|-
| Number of gates resized after CTS || 0
|-
| Arrival time at the worst endpoint || 17.75 ns
|-
| Final Critical Period || 27.07 ns
|-
| Maximum fanout encountered on the critical timing path || 52
|-
| Relative slew slack || 13.86%
|-
| Hold wc startpoint || storein[16]
|-
| Unrepaired setup endpoints after global routing || no
|-
| Height of the die || 885.6 microns
|-
| Clk pin slew, worst setup/hold paths || 0.06 ns
|-
| MaxCap Viol Count || 0
|-
| Beginning of the critical path || address[0]
|-
| Highest ir drop seen on vdd || 0.00004498 V
|-
| Relative area change from synthesis to final layout || 12.95%
|-
| Detailed-routing iteration count for the pre-antenna-repair pass || 26
|-
| Number of buffers on the longest clock path || 4
|-
| Number of setup buffers added after CTS || 0
|-
| Final tally of hold violations || 0
|-
| Max reg flops || 8192
|-
| Min-delay worst type || in2reg
|-
| Cell Area, Synth || 312300 sq um
|-
| Worst Setup Start Kind || primary input
|-
| Startpoint-to-endpoint class of the critical path || in2out
|-
| Global-route wire length before repair || 1146000 microns
|-
| Number of design-rule violations left by the first detailed-router iteration || 10320
|-
| Overflow after GRT || 0
|-
| Total number of warnings across the stage logs || 41
|-
| Number of buffers created by CTS || 804
|-
| Achievable clock frequency || 36.95 MHz
|-
| Total count of max-transition violations in the final report || 0
|-
| HPWL Detailed || 476800 microns
|-
| H-tree depth || 6
|-
| Boundary pin count || 78
|-
| Biggest registers after layout || mem (8192)
|-
| Routed vias/inst || 5.707
|-
| Clock Tree Root || clkbuf_16
|-
| Setup crit end kind || output pin
|-
| Floorplan row count || 324
|-
| Pre-placement core utilization || 40.12%
|-
| Final clock period utilization by the worst path || 58.08%
|-
| Share of cells above drive strength 1 || 25.38%
|-
| Total Routed Length || 795700 microns
|-
| Area reported by Yosys stat || 312300 sq um
|-
| Total cell area at the placement stage || 327600 sq um
|-
| Number of buffers inserted by port buffering || 77
|-
| Yosys cell count || 14050
|-
| TNS Setup || 0 ns
|-
| GP Congestion || 0.8698
|-
| Leakage power of the design || 106.1 nW
|-
| Distinct cells, synth || 19
|}
==> cell usage in the layout, fill, tap and decap left out, types with 6 or more instances in the layout <==
cell type	count
nor2_2	6
nand3_1	8
buf_8	32
inv_16	13
bufinv_16	48
nand4_1	32
clkbuf_16	807
edfxtp_1	8192
buf_12	14
diode_2	31
inv_6	14
a21oi_1	512
clkinv_2	116
clkinv_8	14
clkinv_1	218
a22oi_1	1024
nand2_1	40
clkinv_16	18
o41ai_2	15
clkdlybuf4s50_1	43
clkbuf_1	205
nand2_4	14
o41ai_1	113
buf_4	644
nor2_1	1034
mux4_2	2048
clkinvlp_4	11
nand2_2	49
==> synthesized netlist by cell type, drive strengths merged <==
cell type	count	area share, %
and2	7	0.014
a22oi	1024	2.5
buf	314	0.57
nor2	1042	1.3
o41ai	128	0.36
a21oi	512	0.82
clkbuf	617	0.74
nand2b	6	0.012
nand2	103	0.12
mux4	2048	15
nand4	32	0.064
or2	2	0.0040
nand3	8	0.013
nor2b	8	0.016
edfxtp	8192	79
nor3	4	0.0064
==> cell type report <==
class	instances	area [sq um]
well taps	10270	12850
repair buffers	736	6088
fillers	63500	425600
clock inverters	457	4123
diodes	31	77.57
clock buffers	1012	20960
multi-input cells	4924	62640
flip-flops and latches	8192	246000
==> layer usage <==
| metal | GRT usage, % | share of wire, % |
|---|---|---|
| met1 | 27.14 | 32 |
| met2 | 32.67 | 48 |
| met3 | 16.85 | 17 |
| met4 | 6.220 | 3.5 |
| met5 | 1.617 | 0.23 |
==> stage by stage <==
stage / util, % / setup slack [ns] / power (mW) / cells
after global routing: 45.31 / 18.74 / 15.44 / 25610
after CTS: 45.31 / 19.12 / 15.13 / 25590
after floorplan: - / 26.02 / 8.619 / 14050
final: 45.32 / 19.53 / 15.01 / 25620
after detailed placement: 42.08 / 19.14 / 8.962 / 24120
after global placement: 42.08 / 19.00 / 8.955 / 24120
==> critical path, cell delays in order <==
cell and delay, ns:
buf_16 0.25, buf_4 0.53, buf_4 0.57, buf_4 0.56
buf_4 0.50, buf_4 0.50, buf_4 0.52, buf_4 0.53
buf_4 0.65, mux4_2 0.61, a22oi_1 0.25, a21oi_1 0.12
buf_4 0.21, o41ai_1 0.75, buf_4 0.24, nand4_1 0.63
clkdlybuf4s50_1 0.65
==> logic make-up after synthesis <==
kind of cell | after synthesis | synth area share (%)
mux | 2048 | 14.77
flops | 8192 | 78.77
compound gates | 1664 | 3.641
simple gates | 1212 | 1.506
buf+inv | 931 | 1.314
==> power by group <==
| group | total (mW) | internal [mW] | switching, mW |
|---|---|---|---|
| clock network | 6.21 | 3.46 | 2.75 |
| registers | 8.12 | 8.11 | 0.00176 |
| logic | 0.680 | 0.230 | 0.451 |
==> how the worst min path moves through the flow <==
stage                          end  slack, ns  cells past startpoint
after CTS              mem[245][5]       8.48                      1
after global routing   mem[246][5]       8.52                      1
final                 mem[227][16]       8.56                      1
Power figures rest on the tool's default switching activity, not on a simulated workload.
